[flow/config.mk]
export PLATFORM = sky130hd
export DESIGN_NAME = result_counter
export DESIGN_NICKNAME = result_counter
export VERILOG_FILES = /design/flow/design.v
export SDC_FILE = /design/flow/constraint.sdc
export NUM_CORES = 4
export LEC_CHECK = 1
export CORE_UTILIZATION = 40
[flow/constraint.sdc]
current_design result_counter

set clk_period 6.7
set clk_io_pct 0.2

create_clock -name clk0 -period $clk_period [get_ports {clk}]

set non_clock_inputs [all_inputs -no_clocks]
set_input_delay [expr $clk_period * $clk_io_pct] -clock clk0 $non_clock_inputs
set_output_delay [expr $clk_period * $clk_io_pct] -clock clk0 [all_outputs]
[flow/design.v]
module result_counter
 #(parameter ACCUM_SIZE = 64,
   parameter NUM_FEAT = 2,
   parameter NUM_SV = 3,
   parameter NUM_INST = 2)
 (input   logic clk, rst, start, done,
  input   logic [ACCUM_SIZE-1:0]  result,
  output  logic [NUM_INST-1:0][ACCUM_SIZE-1:0]  results);
  enum  logic [1:0] {IDLE, FIRST, LATER} count_cs;
  logic [$clog2(NUM_SV*NUM_FEAT)-1:0] count;
  logic [$clog2(NUM_INST)-1:0]        result_i;
  logic valid;   
  always_ff @(posedge clk, posedge rst) begin
    if (rst) begin
      count <= 0;
      result_i <= 0;
      results <= 0;
      count_cs <= IDLE;
    end else begin
      case (count_cs)
        IDLE:   begin
                  count <= (start) ? count + 1 : 0;
                  result_i <= 0;
                  count_cs <= (start) ? FIRST : IDLE;
                end
        FIRST:  begin
                  if (count == NUM_SV * NUM_FEAT) begin
                    count <= 1;
                    result_i <= 1;
                    results[0] <= result;
                    count_cs <= LATER;
                  end else begin
                    count <= count + 1;
                    result_i <= 0;
                    count_cs <= FIRST;
                  end
                end
        LATER:  begin
                  if (done) begin
                    count <= 0;
                    result_i <= 0;
                    results[result_i] <= result;
                    count_cs <= IDLE;
                  end else begin
                    if (count == NUM_SV) begin
                      count <= 1;
                      result_i <= result_i + 1;
                      results[result_i] <= result;
                    end else begin
                      count <= count + 1;
                    end
                    count_cs <= LATER;
                  end
                end
      endcase
    end
  end
  always_comb begin
    valid = ((count_cs == FIRST) && (count == NUM_SV*NUM_FEAT)) ||
            ((count_cs == LATER) && (count == NUM_SV));
  end
endmodule: result_counter
[flow/run.sh]
#!/bin/bash
# OpenROAD 26Q1-2900-gdf79404cd8, Yosys 0.63+post, stock flow scripts
make -C /OpenROAD-flow-scripts/flow DESIGN_CONFIG=/design/flow/config.mk WORK_HOME=/design/flow/orfs finish
==> flow_summary.json <==
{
  "reg2regPathDepth": 5,
  "route.detailed.drc": 0,
  "cts_inserted_buffers": 17,
  "number_of_enable_type_register_cells_in_the_synthesized_netlist": 0,
  "clock_tree_from_tritoncts": "built",
  "drt_first_iter_violations": 129,
  "numClockSinks": 135,
  "worst_pin_slew_ns": 0.679,
  "synth.ff_latch_count": 135,
  "nFillCells": 1053,
  "num_io_pins": 196,
  "globalRouteOverflowTotal": 0,
  "ant_nets_after_route": 0,
  "wl_per_cell_um": 16.5,
  "grt_pass1_wl_mm": 19.4,
  "globalRouteTotalUtil": 0.184,
  "grt_max_degree": 54,
  "synthTopCellsByArea": "dfrtp_1, mux2_4, mux2_2, buf_6, ha_1",
  "core_area_sq_um": 13200,
  "antenna_found_initial": 0,
  "ys_cells": 315,
  "dr.pass1.iters": 4,
  "hold_class": "reg2reg",
  "crit_required_ns": 6.99,
  "mostFrequentLayoutCell": "clkdlybuf4s50_1",
  "preCtsSetupSlack_ns": 2.97,
  "row_count": 42,
  "synth_chip_area_sq_um": 5410,
  "number_of_hold_buffers_added_after_cts": 0,
  "critical_path_peak_fanout": 46,
  "ctsHtreeMaxLevel": 4,
  "synth_cell_type_count": 30,
  "final_critical_path_setup_slack_ns": 3.43,
  "highest_clock_rate_mhz": 306,
  "insertedDiodeCount": 0,
  "setup-violations-final": 0,
  "area.growth.synth_to_final_pct": 50.3,
  "worst_ep_arrival_time_ns": 3.55,
  "clkSlewWorstSetupHoldPaths_ns": 0.05,
  "globalplace.congestion": 0.832,
  "root_cell_of_the_clock_tree": "clkbuf_16",
  "power_leakage_uw": 0.00374,
  "top_cell_area_share": 0.619,
  "async_flop_share": 1.00,
  "min_period_ns": 3.27,
  "die-width_um": 118,
  "ys.flop_type": "dfrtp_1",
  "max-vdd-ir-drop_uv": 228,
  "dp_hpwl_mm": 7.78,
  "openroad.warnings": 27,
  "timing.clock.skew_ns": 0.00589,
  "die_y_um": 118,
  "grt_pass1_vias": 3559,
  "portBuffers": 195,
  "synth.avg_cell_area_sq_um": 17.2,
  "final_instance_area_sq_um": 8140,
  "finalClockPeriodUsage": 0.488,
  "crit_path_end_kind": "register",
  "netlist_instances": 315,
  "post_cts_setup_repair_bufs": 0,
  "synth.largest_area_cell": "dfrtp_1",
  "top_logic_cells_by_instance_count_in_the_layout": "clkdlybuf4s50_1, dfrtp_1, mux2_2",
  "insertion_delay_ns": 0.41,
  "worst-setup-path-type": "in2reg",
  "worst_setup_path_startpoint": "done",
  "placed_cells_incl_taps": 680,
  "max_capacitance_violation_count": 0,
  "regToRegSetupSlack_ns": 4.00,
  "worstSetupStartpointType": "input pin",
  "post_cts_resize_count": 0,
  "dieArea_sq_um": 14000,
  "syn-cell-area_sq_um": 5410,
  "fp_util": 0.409,
  "setup_total_negative_slack_ns": 0,
  "yosys_warnings": 1,
  "rsz_0062_raised_after_global_routing": "false",
  "postSynthSeqShare": 0.624,
  "powerDensity_nw_per_um2": 445,
  "finalMaxSlewViolations": 0,
  "vias_per_cell": 4.69,
  "post_route_cells_drive_above_1_share": 0.321,
  "vias": 3341,
  "result_of_the_run": "completed",
  "post-route-util": 0.614,
  "report.final.hold_viol_count": 0,
  "placedInstanceArea_sq_um": 7550,
  "relSlewSlack": 0.545,
  "post_layout_nonfiller_instances": 712,
  "post_detailed_routing_wire_length_mm": 11.8,
  "clock_path_buffers": 2,
  "timing.rr.start": "count[0]"
}
-- final cells by class --
class,instances,area [sq um],area share
Timing Repair Buffer,201,2000,0.245
Inverter,6,25.0,0.00308
Clock inverter,8,67.6,0.00830
Sequential cell,135,3380,0.415
Multi-Input combinational cell,162,1930,0.237
Tap cell,176,220,0.0271
Clock buffer,24,522,0.0641
-- Yosys cell counts, types with 2 or more instances --
library cell,instances
nand2_1,3
inv_1,6
nor2_1,2
dfrtp_1,134
a21oi_1,3
buf_6,6
mux2_2,68
mux2_4,60
o21ai_0,2
buf_2,6
ha_1,4
nor3b_1,2
a31oi_1,2
-- report_power, final --
| group | switching (uW) | internal, uW | leakage (uW) | total (uW) |
|---|---|---|---|---|
| Clock | 324 | 576 | 0.000298 | 899 |
| Sequential | 175 | 1140 | 0.00172 | 1310 |
| Combinational | 355 | 1050 | 0.00172 | 1400 |
| Total | 854 | 2760 | 0.00374 | 3620 |
-- critical path, cell delays in order --
cell and delay (ns):
clkdlybuf4s50_1 0.50, o21ai_4 0.60, buf_4 0.67, mux2_2 0.41
-- stage by stage --
stage,hold WS [ns],power (uW)
6_report,0.502,3620
5_1_grt,0.515,3820
4_1_cts,0.506,3670
3_5_place_dp,0.491,2730
3_3_place_gp,0.488,2720
2_1_floorplan,0.454,1990
-- cell families (layout without fill, tap and decap cells) --
| family | Yosys count | after routing | share of synthesized area |
|---|---|---|---|
| AND/OR/NAND/NOR | 15 | 15 | 0.0185 |
| flip-flops | 135 | 135 | 0.624 |
| adder cells (fa/ha/maj) | 4 | 4 | 0.00924 |
| buffers and inverters | 18 | 239 | 0.0222 |
| multiplexers | 128 | 128 | 0.308 |
| AND-OR/OR-AND | 15 | 15 | 0.0180 |
-- metal layers --
metal | global-route usage | part of all wire | wire [um]
met1 | 0.299 | 0.48 | 5630
met5 | 0 | 0 | 0
met2 | 0.266 | 0.44 | 5160
met3 | 0.0551 | 0.074 | 874
met4 | 0.0184 | 0.0084 | 99
-- worst min-delay path by stage --
stage         from       end  slack [ns]  cells after the start
4_1_cts   register  register        0.51                      1
5_1_grt   register  register        0.51                      1
6_report  register  register        0.50                      1
Power figures rest on the tool's default switching activity, not on a simulated workload.
